==> flow/design.v <==
module wire_U0 (
  input [15:0] in,
  output [15:0] out
);
  assign out[15:0] = in[15:0];
endmodule  
module corebit_const #(parameter value=1) (
  output out
);
  assign out = value;
endmodule  
module coreir_add #(parameter width=1) (
  input [width-1:0] in0,
  input [width-1:0] in1,
  output [width-1:0] out
);
  assign out = in0 + in1;
endmodule  
module coreir_const #(parameter value=1, parameter width=1) (
  output [width-1:0] out
);
  assign out = value;
endmodule  
module coreir_reg #(parameter init=1, parameter width=1) (
  input clk,
  input [width-1:0] in,
  output [width-1:0] out
);
reg [width-1:0] outReg=init;
always @(posedge clk) begin
  outReg <= in;
end
assign out = outReg;
endmodule  
module Linebuffer_U3 (
  input  clk,
  input [15:0] in,
  output [15:0] out_0_0,
  output [15:0] out_0_1,
  input  wen
);
  wire  reg_0_1__clk;
  wire [15:0] reg_0_1__in;
  wire [15:0] reg_0_1__out;
  coreir_reg #(.init(16'd0),.width(16)) reg_0_1(
    .clk(reg_0_1__clk),
    .in(reg_0_1__in),
    .out(reg_0_1__out)
  );
  assign reg_0_1__clk = clk;
  assign reg_0_1__in[15:0] = in[15:0];
  assign out_0_0[15:0] = reg_0_1__out[15:0];
  assign out_0_1[15:0] = in[15:0];
endmodule  
module DesignTop (
  input  clk,
  input [15:0] in_0,
  output [15:0] out,
  output [15:0] lb0,
  output [15:0] lb1
);
  wire [15:0] _302_pt__in;
  wire [15:0] _302_pt__out;
  wire_U0 _302_pt(
    .in(_302_pt__in),
    .out(_302_pt__out)
  );
  wire [15:0] _305_pt__in;
  wire [15:0] _305_pt__out;
  wire_U0 _305_pt(
    .in(_305_pt__in),
    .out(_305_pt__out)
  );
  wire [15:0] add_301_303_304__in0;
  wire [15:0] add_301_303_304__out;
  wire [15:0] add_301_303_304__in1;
  coreir_add #(.width(16)) add_301_303_304(
    .in0(add_301_303_304__in0),
    .in1(add_301_303_304__in1),
    .out(add_301_303_304__out)
  );
  wire [15:0] add_301_306_307__in0;
  wire [15:0] add_301_306_307__out;
  wire [15:0] add_301_306_307__in1;
  coreir_add #(.width(16)) add_301_306_307(
    .in0(add_301_306_307__in0),
    .in1(add_301_306_307__in1),
    .out(add_301_306_307__out)
  );
  wire [15:0] const0__300__out;
  coreir_const #(.value(16'd0),.width(16)) const0__300(
    .out(const0__300__out)
  );
  wire  lb_p4_clamped_stencil_update_stream__wen;
  wire [15:0] lb_p4_clamped_stencil_update_stream__out_0_1;
  wire  lb_p4_clamped_stencil_update_stream__clk;
  wire [15:0] lb_p4_clamped_stencil_update_stream__out_0_0;
  wire [15:0] lb_p4_clamped_stencil_update_stream__in;
  Linebuffer_U3 lb_p4_clamped_stencil_update_stream(
    .clk(lb_p4_clamped_stencil_update_stream__clk),
    .in(lb_p4_clamped_stencil_update_stream__in),
    .out_0_0(lb_p4_clamped_stencil_update_stream__out_0_0),
    .out_0_1(lb_p4_clamped_stencil_update_stream__out_0_1),
    .wen(lb_p4_clamped_stencil_update_stream__wen)
  );
  assign lb0 = lb_p4_clamped_stencil_update_stream__out_0_0;
  assign lb1 = lb_p4_clamped_stencil_update_stream__out_0_1;
  wire  lb_p4_clamped_stencil_update_stream_wen__out;
  corebit_const #(.value(1)) lb_p4_clamped_stencil_update_stream_wen(
    .out(lb_p4_clamped_stencil_update_stream_wen__out)
  );
  assign _302_pt__in[15:0] = lb_p4_clamped_stencil_update_stream__out_0_0[15:0];
  assign add_301_303_304__in1[15:0] = _302_pt__out[15:0];
  assign _305_pt__in[15:0] = lb_p4_clamped_stencil_update_stream__out_0_1[15:0];
  assign add_301_306_307__in1[15:0] = _305_pt__out[15:0];
  assign add_301_303_304__in0[15:0] = const0__300__out[15:0];
  assign add_301_306_307__in0[15:0] = add_301_303_304__out[15:0];
  assign out[15:0] = add_301_306_307__out[15:0];
  assign lb_p4_clamped_stencil_update_stream__clk = clk;
  assign lb_p4_clamped_stencil_update_stream__in[15:0] = in_0[15:0];
  assign lb_p4_clamped_stencil_update_stream__wen = lb_p4_clamped_stencil_update_stream_wen__out;
endmodule  
==> flow/run.sh <==
#!/bin/bash
# OpenROAD 26Q1-2900-gdf79404cd8, Yosys 0.63+post, stock flow scripts
make -C /OpenROAD-flow-scripts/flow DESIGN_CONFIG=/design/flow/config.mk WORK_HOME=/design/flow/orfs finish
==> flow/config.mk <==
export PLATFORM = sky130hd
export DESIGN_NAME = DesignTop
export DESIGN_NICKNAME = DesignTop
export VERILOG_FILES = /design/flow/design.v
export SDC_FILE = /design/flow/constraint.sdc
export NUM_CORES = 4
export LEC_CHECK = 1
export CORE_AREA = 10 10 98 98
export DIE_AREA = 0 0 108 108
==> flow/constraint.sdc <==
current_design DesignTop

set clk_period 9.3
set clk_io_pct 0.2

create_clock -name clk0 -period $clk_period [get_ports {clk}]

set non_clock_inputs [all_inputs -no_clocks]
set_input_delay [expr $clk_period * $clk_io_pct] -clock clk0 $non_clock_inputs
set_output_delay [expr $clk_period * $clk_io_pct] -clock clk0 [all_outputs]
==> run notes <==
Implementation results

For reference, the critical path cell chain is clkdlybuf4s50_1 -> ha_1 -> fa_1 -> a21oi_1 -> o21ai_1 -> nor2_1 -> nor4b_1 -> a211oi_1 -> xnor2_1 -> clkdlybuf4s50_1. The final weighted congestion of routability-driven global placement is about 0.73. The highest achievable clock rate is 158 MHz. The worst-case IR drop observed on VDD is ~0.07 mV.

The final-report setup violation count is 0. The first global-routing pass estimated 5730 um of wire. The longest incremental delay of any stage on the critical path is reported as 0.49 ns. Once the clock tree was built, the setup fixing pass inserted 0 buffers.

The power density of the placed cells is 123 nW/um2. After clock tree synthesis, the repair step resized 0 gates. The final max-slew violation count is 0.

The number of library cell types mapped by synthesis is 31. Counting instances, the worst hold path has a depth of 1. The total area inside the core boundary comes to 7650 um2. Per the placement report, the placed cell count is 278.

The final-report hold violation count is 0. The most frequent cell on the critical path is sky130_fd_sc_hd__clkdlybuf4s50_1. Sequential cells burn roughly 32% of the power. The layout has 812 filler cells.

For this design, the CTS-stage hold fixing added 0 buffers. The clock network is responsible for 23.4% of the overall power. For the pin with the worst max-slew slack, the measured transition is approximately 0.40 ns. The routed design could run at a clock period as short as 6.33 ns.

The cell-internal power is around 170 uW. The script parses the final routing iteration and logs DRC violations as 0. 65 I/O pins were placed.

The area of the synthesized netlist per yosys stat is between 1000 and 1500 um2. The fraction of layout cells with a size suffix above 1 is 4.47%. According to the floorplan report, the total die area is ~12000 um2. The register with the most flip-flops in the final layout is lb_p4_clamped_stencil_update_stream.reg_0_1.outReg. Looking at the power breakdown, combinational cells take 44.4% of the total.

Counting the warning lines in the Yosys log gives 1. CTS added clock buffers totalling 3. Per the post-synthesis report, the number of cells in the design is 128. The count of port buffers added during placement is between 60 and 70. Grouping stages by cell kind, the critical path spends the most delay in buffers and inverters. The remaining antenna violation count after routing is 0.

The most common logic cells in the final layout are sky130_fd_sc_hd__clkdlybuf4s50_1 (64), sky130_fd_sc_hd__dfxtp_1 (16), sky130_fd_sc_hd__ha_1 (15), sky130_fd_sc_hd__a21oi_1 (13), sky130_fd_sc_hd__xnor2_1 (11). The cell area that synthesis handed to floorplanning was 1180 um2. The worst path uses 68.1% of the clock period. The flow ran to the end, and the final reports show no timing, DRC or antenna violations. A synthesized cell averages 9.23 um2. The number of sinks handled by clock tree synthesis is 16. From bottom edge to top edge, the die measures 108 um.

The placed wire-length estimate after detailed placement is slightly below 3000 um. The switching power is 64.9 uW. The aggregate routed wire length is 3550 um. Between the synthesized netlist and the finished layout, the area growth was recorded as 58.4%.

The x dimension of the die is around 110 um. In the final layout, the registers with the most flip-flops are lb_p4_clamped_stencil_update_stream.reg_0_1.outReg (16). The remaining global-route overflow is 0. The final antenna diode tally reported by the flow is 0. The routed design shows a via density per instance of 3.83.

The CTS tree is built. The fraction of the core area occupied by cells at floorplan is 15.4%. The startpoint type of the worst setup path is a primary input.

Setup repair after global routing left no endpoint under its margin. The via count of the first global-routing pass came to 1153. Data on the critical path is required at its endpoint by 7.44 ns.

The number of OpenROAD warnings is 25. Yosys stat counts 128 cells in the synthesized netlist. Synthesis inferred 16 register bits.

Adding up every negative setup slack in the final design gives 0 ns. Looking at the critical path, the highest net fanout was 3. The largest net degree at the start of global routing is 9. The initial antenna violation count is 0.

The class of the most critical setup path is primary input to output pin. The first routing iteration left 40 violations. Across every metal layer, demand over resource in global routing totals 6.06%.

The hold path startpoint is in_0[0]. The path class of the tightest hold or removal check is primary input to flip-flop. The maximum level of the CTS H-tree is 1. The most frequent logic cell in the layout is sky130_fd_sc_hd__clkdlybuf4s50_1. For this design the static power due to leakage is 0.714 nW.

The tree is rooted in a sky130_fd_sc_hd__clkbuf_8. The floorplan has 32 rows. In the CTS report, the clock slew at the register clock pins of the worst setup and hold paths is listed as about 0.060 ns.

In this run switching power makes up around 28% of total power. Detailed routing inserted a total of between 1000 and 1500 vias. The routed length per instance is 12.6 um. The register with the most flip-flops in the layout has 16 of them. Data on the critical path arrives at its endpoint at 4.47 ns. The non-filler instance count after layout is ~280. The max-slew check reports its worst relative slack as 72.7%. The buffer levels on the longest clock path is 2.

The number of max-cap violations is 0. On the critical path, the stage with the largest delay is an instance of sky130_fd_sc_hd__clkdlybuf4s50_1. The number of buffers and inverters on the critical path is 2. STA classifies the critical path endpoint as an output pin.

According to the report, the first pass of detailed routing completed in 4 iterations. The share of the Yosys chip area taken by registers is 27.1%.
==> how the worst max path moves through the flow <==
stage	startpoint	end	slack (ns)	cells after the start
CTS	in_0[0]	out[14]	2.97	10
global route	in_0[0]	out[14]	2.78	10
finish	in_0[0]	out[14]	2.97	10
==> cells in the mapped netlist <==
| cell type | instances | area share, % |
|---|---|---|
| sky130_fd_sc_hd__nand2_1 | 5 | 1.6 |
| sky130_fd_sc_hd__nand3_1 | 5 | 2.1 |
| sky130_fd_sc_hd__nor2_1 | 6 | 1.9 |
| sky130_fd_sc_hd__xor2_1 | 3 | 2.2 |
| sky130_fd_sc_hd__o21ai_0 | 5 | 2.1 |
| sky130_fd_sc_hd__ha_1 | 15 | 16 |
| sky130_fd_sc_hd__or3_1 | 1 | 0.53 |
| sky130_fd_sc_hd__xnor2_1 | 11 | 8.2 |
| sky130_fd_sc_hd__nor4_1 | 1 | 0.53 |
| sky130_fd_sc_hd__and3_4 | 1 | 0.95 |
| sky130_fd_sc_hd__nand4_4 | 1 | 1.8 |
| sky130_fd_sc_hd__dfxtp_1 | 16 | 27 |
| sky130_fd_sc_hd__fa_1 | 1 | 1.7 |
| sky130_fd_sc_hd__a31o_2 | 1 | 0.74 |
| sky130_fd_sc_hd__o21ai_1 | 2 | 0.85 |
| sky130_fd_sc_hd__mux2i_1 | 1 | 0.85 |
| sky130_fd_sc_hd__a21o_1 | 2 | 1.3 |
| sky130_fd_sc_hd__nor4b_1 | 1 | 0.74 |
| sky130_fd_sc_hd__o31ai_4 | 1 | 1.8 |
| sky130_fd_sc_hd__inv_1 | 3 | 0.95 |
| sky130_fd_sc_hd__a211oi_1 | 2 | 1.3 |
| sky130_fd_sc_hd__nor2b_1 | 2 | 1.1 |
| sky130_fd_sc_hd__nand2b_1 | 3 | 1.6 |
| sky130_fd_sc_hd__o211ai_1 | 2 | 1.3 |
| sky130_fd_sc_hd__nor3_1 | 1 | 0.42 |
| sky130_fd_sc_hd__a31oi_1 | 2 | 1.1 |
| sky130_fd_sc_hd__buf_4 | 16 | 10 |
| sky130_fd_sc_hd__o21a_1 | 3 | 1.9 |
| sky130_fd_sc_hd__a211oi_2 | 1 | 1.1 |
| sky130_fd_sc_hd__a21oi_1 | 13 | 5.5 |
| sky130_fd_sc_hd__a221o_1 | 1 | 0.85 |
==> layer usage <==
layer  routed length [um]  GRT usage [%]
met1                 1500           7.47
met2                 1450           9.05
met3                  592           4.16
met4                   10          0.191
met5                    0              0
==> power groups by stage <==
| stage | clock (mW) | sequential, mW | combinational (mW) |
|---|---|---|---|
| 5_1_grt | 0.0617 | 0.0747 | 0.116 |
| 6_report | 0.0541 | 0.0743 | 0.103 |
| 4_1_cts | 0.0576 | 0.0743 | 0.106 |
==> area by class of cell <==
cell class	count	area, um2	share of cell area, %
clock buffers	3	41.3	2.21
inverters	3	11.3	0.602
multi-input cells	93	729	39.0
flip-flops and latches	16	320	17.1
well taps	102	128	6.82
repair buffers	64	641	34.2
==> stage by stage <==
stage | utilization [%] | area, um2 | power, mW | hold WS (ns) | worst slack [ns]
floorplan | - | 1180 | 0.122 | 1.89 | 4.15
global route | 24.5 | 1870 | 0.252 | 2.10 | 2.78
global placement | 23.9 | 1830 | 0.180 | 2.38 | 2.99
CTS | 24.5 | 1870 | 0.237 | 2.11 | 2.97
finish | 24.5 | 1870 | 0.231 | 2.12 | 2.97
detailed placement | 23.9 | 1830 | 0.180 | 2.38 | 2.97
==> logic make-up after synthesis <==
logic type	synth area share, %
buffers and inverters	11.1
and+or+nand+nor	13.2
AOI/OAI and AO/OA	19.7
adders and majority gates	17.6
xor gates and xnor gates	10.4
muxes	0.847
DFF	27.1
No activity file was given, so power comes from the tool's default toggle rates.
